--- ./config.mk ---
export PLATFORM = sky130hd
export DESIGN_NAME = counter
export DESIGN_NICKNAME = counter
export VERILOG_FILES = /design/flow/design.v
export SDC_FILE = /design/flow/constraint.sdc
export NUM_CORES = 4
export LEC_CHECK = 1
export CORE_AREA = 10 10 70 70
export DIE_AREA = 0 0 80 80
--- ./constraint.sdc ---
current_design counter

set clk_period 1.1
set clk_io_pct 0.2

create_clock -name clk0 -period $clk_period [get_ports {clk}]

set non_clock_inputs [all_inputs -no_clocks]
set_input_delay [expr $clk_period * $clk_io_pct] -clock clk0 $non_clock_inputs
set_output_delay [expr $clk_period * $clk_io_pct] -clock clk0 [all_outputs]
--- ./design.v ---
module counter(
    input clk,
    input rst,
    output reg [3:0] q
);
    always @(posedge clk or posedge rst) begin
        if (rst)
            q <= 0;
        else
            q <= q + 1;
    end
endmodule
--- ./run.sh ---
#!/bin/bash
# OpenROAD 26Q1-2900-gdf79404cd8, Yosys 0.63+post, stock flow scripts
make -C /OpenROAD-flow-scripts/flow DESIGN_CONFIG=/design/flow/config.mk WORK_HOME=/design/flow/orfs finish
==> changes_impl.md <==
### Changed

- Worst-case clock skew: between 0.002 and 0.0025 ns
- Syn-to-layout area delta: 116%
- Switching Fraction: 0.183
- Top cells by count: dfrtp_1 (4), inv_1 (2)
- Synth Area in XOR/XNOR: 0.123
- Dpl cells: 63
- Non-Filler Instances: 69
- Basic Gates by Area: 0.0351
- Root buf cell: clkbuf_4
- Power share of the combinational group: 0.019
- Post-synthesis chip area from yosys: approximately 140 um^2
- # setup viols final: 0
- Post-synth top area cell: dfrtp_1
- Internal power: approximately 0.00027 W
- Complex Gates by Area: 0
- DP Worst Slack: -0.0158 ns
- Die Size: approximately 0.0064 mm^2
- # Cells Yosys: 10
- Ant diodes: 0
- Tot Pwr: 0.000335 W
- Unrepaired setup endpoints after global routing: no
- DRC: 0
- Adder share: 0.0877
- Die Wd: roughly 80 um
- CTS tree: yes
- I/O Buffers: 5
- Startpoint class of the critical path: flop
- Worst-Margin Slew: between 0.1 and 0.15 ns
- Worst setup path category: reg -> out
- Max Clk Rate: 0.947 GHz
- IO Count: 6
- Post-synthesis area per instance: 14.3 um^2
- H-tree depth: 1
- Cell Chain, Critical Path: dlygate4sd2_1
- Crit-path max FO: 2
- Synth warnings: 1
- Distinct cells, synth: 6
- Synth mux share: 0
- Largest net degree at the start of global routing: 5
- FF+latch count, synth: 4
- Die height: around 80 um
- Seq pwr share: 0.442
- TritonCTS Buffers: 3
- Final antenna-violating net count: 0
- Final Util: 0.0901
- Post-synth seq share: 0.702
- TritonRoute pass-1 iters: 2
- Delay-heaviest family, CP: flip-flops
- Vias in the first global route: approximately 150
- Post-synth ARST share: 1.00
- FP Util: 0.0418
- DR WL/cell: approximately 6.2 um
- Slowest-stage cell, CP: dfrtp_1
- Max incr delay on CP: around 0.37 ns
- Clk pin slew, worst setup/hold paths: about 0.04 ns
- Top Registers: q x4
- TritonCTS Sinks: 4
- Max reg flops: 4
- Clock Tree Buf Depth: 2
- Largest Register: q
- Pleak: roughly 0.16 nW
- Global Route Usage Sum: 0.0153
- Number of enable flip-flop cells: 0
- Top-count cell post-synth: dfrtp_1
- Core Area: around 0.0034 mm^2
- GRT Residual Overflow: 0
- CP endpoint kind: output pin
- Initial antenna violation count: 0
- Post-DP Area: between 200 and 300 um^2
- Power Dens Cells: 1090 mW/mm^2
- Rel. slew slack: 0.904
- P_sw: just over 0.00006 W
- Worst min path class: in -> async
- Detailed router's first-iteration violation count: 4
- Log Warnings: 25
- Clock share of power: 0.539
- WL final: between 400 and 500 um
- Clk latency late pin: roughly 0.23 ns
- Worst endpoint data arrival time: 0.84 ns
- Worst Slack Setup Final: between 0.04 and 0.05 ns
- Max VDD drop: about 150 uV
- Vias/cell: between 1.5 and 2
- GP Congestion: 0.654
- Final Hold Vio Count: 0
- CP bufs+invs: 1
- Min Tclk post-route: 1.06 ns
- Slew Limit Fails: 0
- Final Cycle Share: 0.960
- First-pass GRT wire length: approximately 660 um
- Synthesized area: approximately 140 um^2
- Share of cells above drive strength 1: 0.348
- Final instance area: approximately 300 um^2
- Dominant cell area share: 0.702
- Max-cap violations: 0
- CP Data Required Time: roughly 0.9 ns
- Biggest area cells: dfrtp_1 (70%), ha_1 (8.8%), xnor2_1 (6.1%)
- Syn Inst Count: 10
- Logic family by area: XOR/XNOR gates
- Commonest flop: dfrtp_1
- DR vias: 117
- Status: complete, no violations
- Row count: 21
[worst reg2reg max path, cell delays in order (launching register included)]
cell and delay, ns:
dfrtp_1 0.38, buf_4 0.15, ha_1 0.20, xor2_1 0.14
[layout make-up]
| type | count | area, um^2 |
|---|---|---|
| fill | 402 | 3110 |
| sequential | 4 | 100 |
| timing repair buffer | 10 | 85.1 |
| tap | 46 | 57.6 |
| multi-input combinational | 4 | 35.0 |
| clock buffer | 3 | 22.5 |
| inverter | 2 | 7.51 |
[cell usage in the layout (no fill, tap or decap)]
cell type        count
buf_4                5
ha_1                 1
clkbuf_4             3
dlygate4sd2_1        2
inv_1                2
clkdlybuf4s50_1      1
xor2_1               1
clkdlybuf4s15_1      2
dfrtp_1              4
nand3_1              1
xnor2_1              1
[per-layer routing]
metal	wire [um]	up-vias	track usage
met2	119	6	0.0128
met3	135	0	0.0295
met4	0	0	0.00704
met5	0	-	0
li1	-	57	-
met1	173	54	0.0134
[what timing repair did]
action                                  CTS  global route
gates resized                             6             0
hold buffers                              0             0
endpoints found under the hold margin     0             0
endpoints found under the setup margin    4             0
buffers inserted                          3             0
[power by group through the flow]
stage	Combinational (W)	Sequential, W	Clock [W]
after CTS	0.00000642	0.000148	0.000191
after global routing	0.00000728	0.000148	0.000202
final	0.00000627	0.000148	0.000180
[logic make-up (layout without fill, tap and decap cells)]
kind of cell             count (synthesis)  after routing
XOR/XNOR                                 2              2
AND/OR/NAND/NOR                          1              1
adder cells (fa/ha/maj)                  1              1
flip-flops                               4              4
buffers and inverters                    2             15
[worst paths after layout]
check / startpoint / to / slack (ns) / depth (start not counted)
worst max-delay path: q[2] / q[2] / 0.04 / 1
worst min-delay path: rst / q[3] / 0.17 / 2
worst max register to register: q[0] / q[2] / 0.12 / 3
worst min register to register: q[3] / q[3] / 0.54 / 2
max in group asynchronous: rst / q[0] / 0.78 / 2
min in group clk0: q[3] / q[3] / 0.54 / 2
[per-stage QoR]
step | hold slack, ns | TNS, ns
2_1_floorplan | -0.0139 | 0
3_3_place_gp | 0.416 | -0.00715
3_5_place_dp | 0.411 | -0.0158
4_1_cts | 0.165 | 0
5_1_grt | 0.186 | 0
6_report | 0.171 | 0
Power and IR drop assume default switching activity.
