### design.v
module alu  (
    input logic [3:0] a,
    input logic [3:0] b,
    input logic [1:0] op,
    output logic [3:0] y
);
    reg [3:0] y_reg;
    always @(*) begin
        case (op)
            2'b00: y_reg = a + b;
            2'b01: y_reg = a - b;
            2'b10: y_reg = a & b;
            2'b11: y_reg = a | b;
            default: y_reg = 4'b0000;
        endcase
    end
    assign y = y_reg;
endmodule
### config.mk
export PLATFORM = sky130hd
export DESIGN_NAME = alu
export DESIGN_NICKNAME = alu
export VERILOG_FILES = /design/flow/design.v
export SDC_FILE = /design/flow/constraint.sdc
export NUM_CORES = 4
export LEC_CHECK = 1
export CORE_AREA = 10 10 70 70
export DIE_AREA = 0 0 80 80
### run.sh
#!/bin/bash
# OpenROAD 26Q1-2900-gdf79404cd8, Yosys 0.63+post, stock flow scripts
make -C /OpenROAD-flow-scripts/flow DESIGN_CONFIG=/design/flow/config.mk WORK_HOME=/design/flow/orfs finish
### constraint.sdc
current_design alu

set clk_period 4.6
set clk_io_pct 0.2

create_clock -name clk0 -period $clk_period

set non_clock_inputs [all_inputs -no_clocks]
set_input_delay [expr $clk_period * $clk_io_pct] -clock clk0 $non_clock_inputs
set_output_delay [expr $clk_period * $clk_io_pct] -clock clk0 [all_outputs]
==> flow_summary_export.csv <==
group,metric,value,unit
status,outcome,"completed",
power,clkPwrFrac,0,%
routing,wl,950,µm
synth,synth_seq_share,0,%
worst_setup_path,crit_fanout,5,
run,cap_viol_max_count,0,
floorplanning,coreArea,3420,µm²
routing,drtAntennaViolNets,0,
place,io_buffers,14,
floorplanning,die_height,80,µm
floorplanning,die_area,6400,µm²
place,gp_congestion,0.782,
power,p_comb_share,100.0,%
worst_setup_path,critPathKind,"in -> out",
timing,rsz0062_at_grt,"no",
routing,vias_per_cell,3.26,
synth,avgSynthCellArea,7.91,µm²
global_route,grt_pass1_wl,1600,µm
routing,drt_first_pass_iters,3,
power,p_sw,0.0261,mW
global_route,grt_start_max_net_pins,8,
floorplanning,die_w,80,µm
layout,nClkBuffers,0,
power,power_density,112,nW/µm²
layout,flop_area,0,µm²
global_route,grt_antenna_before_repair,0,
worst_setup_path,end_kind,"primary output",
timing,hold_viol,0,
timing,fmax,0.226,GHz
timing,drv_slew,0,
global_route,overflow,0,
worst_setup_path,cp-start-kind,"primary input",
routing,route.detailed.drc,0,
routing,drtIter0Drc,14,
power,p_sw_share,40.6,%
floorplanning,row_count,21,
layout,lay_top_count,"clkdlybuf4s50_1",
worst_hold_path,hp-class,"in -> out",
worst_setup_path,cp_data_arrival_time,3.51,ns
layout,final_cell_mix,"clkdlybuf4s50_1 (12), ha_1 (6), inv_1 (5), nand2_1 (5)",
place,place_area,561,µm²
routing,diodes,0,
worst_setup_path,required,3.68,ns
timing,finalCriticalPeriod,4.43,ns
layout,drive_above_1_share,18.3,%
routing,vias,346,
power,cell_internal_pwr,0.0382,mW
synth,synth_cells,44,
synth,ys_warn_count,1,
timing,max_slew_margin,81.8,%
run,tool_warnings,34,
synth,yosys_cells,44,
floorplanning,fp-utilization,10.2,%
synth,ys_chip_area,348,µm²
synth,synthDistinctLibCells,24,
timing,setup_viol,0,
power,peakVddDrop,0.0000442,V
clock_network,hold_buffers,0,
timing,setup_tns,0,ns
global_route,globalRouteTotalUtil,2.91,%
layout,syn2layout_area_growth,64.4,%
timing,min_period_over_period,96.4,%
layout,final_area,572,µm²
place,hpwlAfterDp,839,µm
routing,wl_per_cell,8.96,µm
floorplanning,io_pins,14,
timing,tightest_slew,0.266,ns
layout,seq_cells,0,
power,pwr-share-seq,0,%
global_route,grt_pass1_vias,357,
synth,synth.cell_area,348,µm²
power,p_leak,0.248,nW
power groups by stage:
stage	clock network (mW)	registers [mW]	logic [mW]
5_1_grt	0	0	0.0722
6_report	0	0	0.0643
4_1_cts	0	0	0.0642
worst max-delay path: stages:
cell and delay, ns:
clkdlybuf4s50_1 0.48, nor2b_2 0.21, nor2_1 0.08, xnor2_1 0.13
ha_1 0.35, nand3b_1 0.17, a41o_1 0.25, a31o_1 0.19
a211oi_2 0.22, clkdlybuf4s50_1 0.52
cells in the mapped netlist (all sizes together):
master  number  area share [%]
or2          1             1.8
ha           6              22
mux2i        1             2.9
nand2        5             5.4
nor2b        1             1.8
nand3b       1             2.2
inv          5             5.4
a31o         1             2.5
a211oi       1             3.6
xor2         1             2.5
nor3b        1             2.2
a21oi        3             4.3
fa           1             5.8
a32o         1             2.9
xnor2        2             5.0
maj3         2             5.8
or3          1             3.2
and3         1             2.2
and2         1             1.8
mux2         2             6.5
a41o         1             2.9
nor2         2             2.2
o21ai        2             2.9
nor3         1             2.9
per-layer routing:
layer	track usage, %	vias up	routed length, µm
li1	-	190	-
met1	5.03	143	602
met2	3.69	13	309
met3	0.455	0	37
met4	0	0	0
met5	0	-	0
repair_timing:
| action | 4_1_cts | 5_1_grt |
|---|---|---|
| setup buffers | 0 | 0 |
| resized | 0 | 4 |
| endpoints found under the setup margin | 0 | 1 |
cell type report:
type	count	area, µm²
Tap cell	46	57.6
Multi-Input combinational cell	39	335
Timing Repair Buffer	16	160
Inverter	5	18.8
Fill cell	393	2840
final timing paths:
path | start | end | slack, ns | cells after the start
setup / recovery | op[0] | y[3] | 0.17 | 10
hold / removal | b[1] | y[1] | 2.77 | 4
through the flow:
stage	instances	util (%)	hold slack, ns	power, mW	setup WS (ns)
detailed placement	106	16.4	3.02	0.0634	0.0792
global placement	106	16.4	3.01	0.0622	0.0987
finish	106	16.7	2.77	0.0643	0.167
global route	106	16.7	2.84	0.0722	0.0453
floorplan	44	-	1.87	0.0321	1.35
CTS	106	16.4	3.02	0.0642	0.0753
logic make-up (layout without fill, tap and decap cells):
| family | count (synthesis) | after routing | share of synthesized area [%] |
|---|---|---|---|
| AOI/OAI and AO/OA | 9 | 9 | 19.1 |
| and+or+nand+nor | 15 | 15 | 25.5 |
| buffers and inverters | 5 | 21 | 5.40 |
| xor gates and xnor gates | 3 | 3 | 7.56 |
| adders and majority gates | 9 | 9 | 33.1 |
| muxes | 3 | 3 | 9.35 |
Power figures rest on the tool's default switching activity, not on a simulated workload.
